File: flow/config.mk
export PLATFORM = sky130hd
export DESIGN_NAME = tensor_dma
export DESIGN_NICKNAME = tensor_dma
export VERILOG_FILES = /design/flow/design.v
export SDC_FILE = /design/flow/constraint.sdc
export NUM_CORES = 4
export LEC_CHECK = 1
export CORE_UTILIZATION = 30
File: flow/constraint.sdc
current_design tensor_dma

set clk_period 7.0
set clk_io_pct 0.2

create_clock -name clk0 -period $clk_period [get_ports {clk}]

set non_clock_inputs [all_inputs -no_clocks]
set_input_delay [expr $clk_period * $clk_io_pct] -clock clk0 $non_clock_inputs
set_output_delay [expr $clk_period * $clk_io_pct] -clock clk0 [all_outputs]
File: flow/design.v
module tensor_dma #(
    parameter ADDR_WIDTH = 32,
    parameter DATA_WIDTH = 32
)(
    input  wire                 clk,
    input  wire                 rst_n,
    input  wire                 start,          
    input  wire [ADDR_WIDTH-1:0] src_addr,      
    input  wire [ADDR_WIDTH-1:0] dst_addr,      
    input  wire [15:0]          len,            
    output reg                  done,           
    output reg  [ADDR_WIDTH-1:0] axi_araddr,
    output reg                  axi_arvalid,
    input  wire                 axi_arready,
    input  wire [DATA_WIDTH-1:0] axi_rdata,
    input  wire                 axi_rvalid,
    output reg                  axi_rready,
    output reg  [ADDR_WIDTH-1:0] axi_awaddr,
    output reg                  axi_awvalid,
    input  wire                 axi_awready,
    output reg  [DATA_WIDTH-1:0] axi_wdata,
    output reg                  axi_wvalid,
    input  wire                 axi_wready
);
    typedef enum logic [1:0] {
        IDLE,
        READ,
        WRITE,
        DONE
    } dma_state_t;
    dma_state_t state, next_state;
    reg [15:0] cnt;
    reg [ADDR_WIDTH-1:0] src_ptr, dst_ptr;
    reg [DATA_WIDTH-1:0] data_buf;
    reg                  data_buf_valid;
    always_ff @(posedge clk or negedge rst_n) begin
        if (!rst_n)
            state <= IDLE;
        else
            state <= next_state;
    end
    always_comb begin
        next_state = state;
        case (state)
            IDLE:   if (start) next_state = READ;
            READ:   if (axi_rvalid) next_state = WRITE;
            WRITE:  if (axi_wready) next_state = (cnt == 1) ? DONE : READ;
            DONE:   next_state = IDLE;
        endcase
    end
    always_ff @(posedge clk or negedge rst_n) begin
        if (!rst_n) begin
            cnt <= 0;
            src_ptr <= 0;
            dst_ptr <= 0;
            done <= 0;
            axi_arvalid <= 0;
            axi_rready  <= 0;
            axi_awvalid <= 0;
            axi_wvalid  <= 0;
            data_buf_valid <= 0;
        end else begin
            case (state)
                IDLE: begin
                    done <= 0;
                    if (start) begin
                        cnt <= len;
                        src_ptr <= src_addr;
                        dst_ptr <= dst_addr;
                    end
                end
                READ: begin
                    axi_araddr <= src_ptr;
                    axi_arvalid <= 1;
                    axi_rready <= 1;
                    if (axi_arvalid && axi_arready)
                        axi_arvalid <= 0;
                    if (axi_rvalid) begin
                        data_buf <= axi_rdata;
                        data_buf_valid <= 1;
                        src_ptr <= src_ptr + (DATA_WIDTH / 8);
                        axi_rready <= 0;
                    end
                end
                WRITE: begin
                    if (data_buf_valid) begin
                        axi_awaddr <= dst_ptr;
                        axi_awvalid <= 1;
                        axi_wdata <= data_buf;
                        axi_wvalid <= 1;
                        if (axi_awvalid && axi_awready)
                            axi_awvalid <= 0;
                        if (axi_wvalid && axi_wready) begin
                            axi_wvalid <= 0;
                            dst_ptr <= dst_ptr + (DATA_WIDTH / 8);
                            cnt <= cnt - 1;
                            data_buf_valid <= 0;
                        end
                    end
                end
                DONE: begin
                    done <= 1;
                end
            endcase
        end
    end
endmodule
File: flow/run.sh
#!/bin/bash
# OpenROAD 26Q1-2900-gdf79404cd8, Yosys 0.63+post, stock flow scripts
make -C /OpenROAD-flow-scripts/flow DESIGN_CONFIG=/design/flow/config.mk WORK_HOME=/design/flow/orfs finish
==> results_dict.tcl <==
# implementation run metrics
set metrics [dict create \
    max_freq_mhz 319 \
    crit_path_top_delay_cell "and3_2" \
    die_h_um 177 \
    drtIter0Drc 508 \
    clock_skew_ns 0.0130 \
    crit_type "in -> reg" \
    grt_use_total_pct 16.4 \
    worst_pin_slew_ns 0.878 \
    placeableCoreArea_um2 29900 \
    clkSinkCount 218 \
    rows 63 \
    edf_count 128 \
    syn_inst 748 \
    stdcell_area_um2 12700 \
    max_cap_violations 0 \
    finalCritPeriodShare_pct 44.8 \
    p_per_area_nw_per_um2 303 \
    synth_warnings 1 \
    grt_pass1_wl_um 38200 \
    ir_worst_vdd_mv 0.145 \
    worstSkewPairLatency_ns 0.52 \
    syn_to_final_growth_pct 37.9 \
    h-tree-depth 1 \
    setup_viol 0 \
    holdBufCountCts 0 \
    cp_data_arrival_time_ns 3.29 \
    ys_cells 748 \
    antenna_found_initial 0 \
    path_common_cell "buf_4" \
    top_area_share_pct 41.8 \
    initial_utilization_pct 30.8 \
    slew-limit-headroom_pct 41.2 \
    cp.required_ns 7.15 \
    synthArstFlopShare_pct 41.3 \
    port_buffers 219 \
    grt_overflow_total 0 \
    tool_warnings 26 \
    cts.root.buffer_cell "clkbuf_16" \
    numSynthFlops 218 \
    hpwl_um 16600 \
    cts_buffers 24 \
    report.final.slew_viol_count 0 \
    grt_pass1_vias 6645 \
    ys_seq_share_pct 66.2 \
    gp_congestion 0.858 \
    grt_max_degree 70 \
    setup_tns_ns 0 \
    pin_count 220 \
    die_w_um 177 \
    common_cells "edfxtp_1 (128), dfrtp_1 (89), nand2_1 (70), a21oi_1 (58), nor2_1 (41)" \
    drt_pass1_iterations 5 \
    rsz0062_at_grt "no" \
    leakage_nw 4.55 \
    ant_nets 0 \
    fin_worst_hold_slack_ns 0.415 \
    clock_path_buffers 3 \
    most_common_cell "edfxtp_1" \
    drive_above_1_share_pct 8.02 \
    flop_cell "edfxtp_1" \
    vias 7034 \
    cts_tree "built" \
    yosys_area_um2 9200 \
    critPathLaunchType "input pin" \
    path_cells "buf_4 > and3_2 > buf_4" \
    drc 0 \
    synth_cell_type_count 59 \
    die-area_um2 31400 \
    routed_wire_length_per_instance_um 18.1 \
    status "completed" \
    postRouteWirelength_um 24900 \
    hold_viol_final 0 \
    diodes 0 \
    min_period_ns 3.14 \
    critical_path.endpoint_type "flip-flop" \
    cp_max_fo 46 \
    via_per_inst 5.12 \
    cts_setup_buffers 0 \
    largest_area_cell "edfxtp_1" \
    placed_area_um2 11800 \
    syn_area_um2 9200 \
    path_clk_slew_ns 0.06 \
    cts.repair.resized 0 \
    area_leaders "edfxtp_1 (42%), dfrtp_1 (24%), a21oi_1 (3.2%)" \
    hold_path.class "reg -> reg" \
    worst_slack_ns 3.86 \
    synth_area_per_cell_um2 12.3 \
    dp_slack_ns 3.27 \
    slowest_delay_ns 0.74 \
]
==> power breakdown <==
group	internal [mW]	switching [mW]
clock network	0.817	0.527
logic	0.341	0.339
registers	1.60	0.220
total	2.75	1.09
==> cell usage in the layout, fill, tap and decap left out, types with 5 or more instances in the layout <==
master	count
clkdlybuf4s50_1	218
edfxtp_1	128
dfrtp_1	88
nand2_1	70
a21oi_1	58
nor2_1	41
o21ai_0	36
nand3_1	33
o22ai_1	31
mux2i_1	28
clkbuf_16	24
nand4_1	20
buf_4	17
and3_1	16
a22oi_1	16
nor3_1	13
a2bb2oi_1	12
inv_1	11
o22a_1	9
or3_1	8
a31oi_1	8
nor4_1	7
mux2_2	5
bufinv_16	5
==> cell families after synthesis <==
group,count (synthesis),synth area share (%)
and+or+nand+nor,238,13.3
DFF,218,66.2
AOI/OAI and AO/OA,201,14.0
buffers and inverters,54,2.32
muxes,33,3.66
adders and majority gates,4,0.544
==> worst paths after layout <==
check / start / end / slack, ns / cells after the start
worst max-delay path: rst_n / axi_wdata[24] / 3.86 / 3
worst min-delay path: data_buf[20] / axi_wdata[20] / 0.42 / 0
worst max register to register: state[2] / src_ptr[0] / 4.33 / 4
worst min register to register: data_buf[20] / axi_wdata[20] / 0.42 / 0
max in group asynchronous: rst_n / state[2] / 4.98 / 2
min in group asynchronous: rst_n / src_ptr[3] / 0.90 / 1
==> worst max-delay path, delay by kind of cell <==
kind | cells | cell delay [ns]
buf+inv | 2 | 1.05
simple gates | 1 | 0.74
==> flip-flops by register name, indices dropped and copies added, names as in the netlist, 4 cells and up <==
| name | flops |
|---|---|
| axi_awaddr | 32 |
| axi_araddr | 32 |
| state | 4 |
| src_ptr | 32 |
| cnt | 16 |
| dst_ptr | 32 |
| axi_wdata | 32 |
| data_buf | 32 |
==> metal layers <==
metal / GRT usage [%] / share of wire, % / vias up
li1: - / - / 3323
met1: 25.4 / 43 / 3413
met2: 23.9 / 46 / 261
met3: 4.49 / 8.5 / 37
met4: 3.63 / 2.3 / 0
met5: 0 / 0 / -
==> area by class of cell <==
type / count / area, µm²
Clock buffer: 26 / 608
Tap cell: 390 / 488
Multi-Input combinational cell: 476 / 2910
Inverter: 12 / 45.0
Clock inverter: 18 / 238
Fill cell: 2685 / 17200
Sequential cell: 218 / 6100
Timing Repair Buffer: 235 / 2310
==> metrics by stage <==
| stage | utilization [%] | total power, mW | cells |
|---|---|---|---|
| 3_3_place_gp | 39.7 | 2.51 | 1331 |
| 2_1_floorplan | - | 2.19 | 748 |
| 6_report | 42.5 | 3.84 | 1375 |
| 3_5_place_dp | 39.7 | 2.52 | 1331 |
| 5_1_grt | 42.5 | 4.04 | 1375 |
| 4_1_cts | 42.5 | 3.88 | 1375 |
Power is estimated from default activity; no workload was simulated.
