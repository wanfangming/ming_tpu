`flow/constraint.sdc`:
```
current_design pe

set clk_period 7.8
set clk_io_pct 0.2

create_clock -name clk0 -period $clk_period

set non_clock_inputs [all_inputs -no_clocks]
set_input_delay [expr $clk_period * $clk_io_pct] -clock clk0 $non_clock_inputs
set_output_delay [expr $clk_period * $clk_io_pct] -clock clk0 [all_outputs]
```
`flow/config.mk`:
```
export PLATFORM = sky130hd
export DESIGN_NAME = pe
export DESIGN_NICKNAME = pe
export VERILOG_FILES = /design/flow/design.v
export SDC_FILE = /design/flow/constraint.sdc
export NUM_CORES = 4
export LEC_CHECK = 1
export CORE_UTILIZATION = 40
```
`flow/design.v`:
```
module pe #(
  parameter DATA_W = 8,
  parameter ACC_W  = 16
)(
  input  logic                 clk,
  input  logic                 rst_n,
  input  logic [DATA_W-1:0]    a_in,
  input  logic [DATA_W-1:0]    w_in,
  input  logic [ACC_W-1:0]     psum_in,
  output logic [DATA_W-1:0]    a_out,
  output logic [DATA_W-1:0]    w_out,
  output logic [ACC_W-1:0]     psum_out
);
  logic [ACC_W-1:0] mult;
  assign mult     = a_in * w_in;
  assign psum_out = mult + psum_in;
  assign a_out    = a_in;
  assign w_out    = w_in;
  always_ff @(posedge clk or negedge rst_n) begin
    if (!rst_n)
      ;   
  end
endmodule
```
`flow/run.sh`:
```
#!/bin/bash
# OpenROAD 26Q1-2900-gdf79404cd8, Yosys 0.63+post, stock flow scripts
make -C /OpenROAD-flow-scripts/flow DESIGN_CONFIG=/design/flow/config.mk WORK_HOME=/design/flow/orfs finish
```
==> out/summary.json <==
{
  "period_needed_ps": 7630,
  "layout.cells.most_common": "sky130_fd_sc_hd__inv_1",
  "maxSlewHeadroom_pct": 76.7,
  "max-cap-violations": 0,
  "max-vdd-ir-drop_v": 0.000160,
  "initial_core_util_pct": 42.2,
  "netSwitchingPower_uw": 415,
  "grt_first_pass_wirelength_um": 9600,
  "cellLeakagePower_nw": 1.93,
  "power.internal_uw": 562,
  "ys_chip_area_um2": 2740,
  "area_growth_syn_to_layout_pct": 30.2,
  "layout.clock_buffers": 0,
  "setup-violations-final": 0,
  "cp_data_required_time_ps": 6240,
  "log.warning_count": 35,
  "die_width_um": 84.8,
  "syn_area_per_cell_um2": 8.14,
  "timing.hold.worst.class": "in2out",
  "drt-initial-drc-count": 48,
  "endpoint_kind": "primary output",
  "antenna_violating_nets_post_route": 0,
  "finalInstanceArea_um2": 3570,
  "fin_crit_sh_pct": 97.8,
  "critical-path-max-stage-delay_ps": 570,
  "slowest_stage": "sky130_fd_sc_hd__fa_1",
  "num_vias": 2255,
  "layout.core_utilization_pct": 55.0,
  "routabilityCongestion": 0.815,
  "run_status": "finished, final reports clean",
  "via_count_of_the_first_global_routing_pass": 2136,
  "drt_pre_antenna_iters": 14,
  "placed_cell_area_um2": 3520,
  "detail_route.antenna_diodes": 0,
  "maximum_number_of_pins_on_one_net_before_global_route_repair": 10,
  "number_of_placed_cells_counting_well_taps": 482,
  "logic_pwr_share_pct": 100.0,
  "synth_seq_share_pct": 0,
  "route.detailed.vias_per_inst": 4.68,
  "hold_viol": 0,
  "cellPowerDensity_nw_per_um2": 274,
  "die_area_um2": 7200,
  "max_clock_freq_mhz": 131,
  "die.size.y_um": 84.8,
  "wl_um": 5420,
  "clock_network_fraction_of_total_power_pct": 0,
  "port_buffers": 64,
  "design.core.area_um2": 6490,
  "unrepaired_setup_endpoints_after_global_routing": "yes",
  "cts_hold_buffers": 0,
  "layout.cells.non_filler": 482,
  "final.fill_count": 601,
  "power.switching_fraction_pct": 42.5,
  "grt-ovfl-total": 0,
  "fraction_of_layout_cells_with_a_size_suffix_above_1_pct": 9.14,
  "synth.yosys.warnings": 1,
  "route.detailed.drc": 0,
  "detailed_place_hpwl_um": 4830,
  "worst_slew_pin_slew_ps": 350,
  "grtUsageTotal_pct": 16.9,
  "min_path_cells": 2,
  "hold_end": "a_out[7]",
  "number_of_max_slew_violations_in_the_final_report": 0,
  "post_synth_inst_count": 337,
  "path_cells": "clkdlybuf4s50_1 > nand2_1 > fa_1 > fa_1 > inv_1 > fa_1 > inv_1 > fa_1 > inv_1 > ha_4 > o21a_1 > o31a_4 > o2111ai_1 > a31o_1 > xnor2_1 > clkdlybuf4s50_1",
  "grt_antenna_before_repair": 0,
  "syn_area_um2": 2740,
  "post-cts-setup-buffer-count": 0,
  "critical_path_arrival_ps": 6070,
  "wire_per_inst_um": 11.3,
  "ioPinCount": 66,
  "multi_input_comb_area_um2": 2280,
  "placementRows": 29,
  "setup.worst_path.class": "in2out",
  "ys_cells": 337,
  "seq_cell_count": 0,
  "worst-path-max-fanout": 4,
  "min_from": "a_in[7]",
  "area.sequential_um2": 0,
  "fin_worst_hold_slack_ps": 3780,
  "setup.worst_path.start_class": "input port",
  "share_seq_of_total_power_pct": 0,
  "post_synth_num_cell_types": 39,
  "final_cell_mix": "100 x sky130_fd_sc_hd__inv_1, 50 x sky130_fd_sc_hd__fa_1, 50 x sky130_fd_sc_hd__clkdlybuf4s50_1",
  "crit_top_cell": "sky130_fd_sc_hd__fa_1"
}
## power groups by stage
| stage | combinational (mW) | clock (mW) | sequential [mW] |
|---|---|---|---|
| CTS | 0.959 | 0 | 0 |
| global route | 1.12 | 0 | 0 |
| finish | 0.978 | 0 | 0 |
## synthesized netlist by cell type (2+ instances only)
cell                       instances  share of area, %
sky130_fd_sc_hd__o21a_1            3              0.82
sky130_fd_sc_hd__buf_4            16               4.4
sky130_fd_sc_hd__xnor2_1           8               2.6
sky130_fd_sc_hd__inv_1           100                14
sky130_fd_sc_hd__nand3_1           4              0.73
sky130_fd_sc_hd__fa_1             50                36
sky130_fd_sc_hd__a21oi_1          10               1.8
sky130_fd_sc_hd__nor4b_1           2              0.64
sky130_fd_sc_hd__and2_1           34               7.8
sky130_fd_sc_hd__o21ai_1           2              0.36
sky130_fd_sc_hd__nand2_1          36               4.9
sky130_fd_sc_hd__a211oi_1          2              0.55
sky130_fd_sc_hd__ha_1             35                16
sky130_fd_sc_hd__nor2_1           10               1.4
## per-layer routing
| layer | part of all wire, % | up-vias | global-route usage (%) |
|---|---|---|---|
| met1 | 48 | 1087 | 27.3 |
| met3 | 3.9 | 0 | 1.58 |
| li1 | - | 1123 | - |
| met2 | 48 | 45 | 27.8 |
| met5 | 0 | - | 0 |
| met4 | 0 | 0 | 0 |
## worst max-delay path: cells and delay by family
| kind | cells | cell delay [ps] |
|---|---|---|
| fa+ha+maj | 5 | 2420 |
| buf+inv | 5 | 1170 |
| compound gates | 4 | 670 |
| xor+xnor | 1 | 160 |
| simple gates | 1 | 90 |
## metrics by stage
step | TNS, ps | worst slack, ps | power [mW]
5_1_grt | -24.2 | -24.2 | 1.12
2_1_floorplan | 0 | 1330 | 0.561
4_1_cts | 0 | 3.25 | 0.959
3_5_place_dp | 0 | 5.04 | 0.955
3_3_place_gp | 0 | 6.21 | 0.949
6_report | 0 | 171 | 0.978
## final cells by class
| type | count | area share [%] |
|---|---|---|
| inverters | 100 | 10.5 |
| multi-input cells | 219 | 63.8 |
| well taps | 77 | 2.70 |
| repair buffers | 86 | 23.0 |
## worst max-delay path by stage
stage / from / depth (start not counted) / slack [ps] / end
CTS: w_in[7] / 16 / 3 / psum_out[15]
finish: a_in[0] / 16 / 170 / psum_out[15]
global route: a_in[0] / 16 / -20 / psum_out[15]
## cell families after synthesis
logic type,Yosys count,share of synthesized area (%)
AOI/OAI and AO/OA,27,7.52
xor gates and xnor gates,9,2.87
adders and majority gates,85,52.4
buffers and inverters,118,18.4
and+or+nand+nor,98,18.8
## timing repair
item	in CTS	in global routing
pin swaps	0	2
gates resized	5	17
endpoints found under the setup margin	2	7
No activity file was given, so power comes from the tool's default toggle rates.
